File: constraint.sdc
current_design Bit36Adder

set clk_period 35.1
set clk_io_pct 0.2

create_clock -name clk0 -period $clk_period

set non_clock_inputs [all_inputs -no_clocks]
set_input_delay [expr $clk_period * $clk_io_pct] -clock clk0 $non_clock_inputs
set_output_delay [expr $clk_period * $clk_io_pct] -clock clk0 [all_outputs]
File: run.sh
#!/bin/bash
# OpenROAD 26Q1-2900-gdf79404cd8, Yosys 0.63+post, stock flow scripts
make -C /OpenROAD-flow-scripts/flow DESIGN_CONFIG=/design/flow/config.mk WORK_HOME=/design/flow/orfs finish
File: design.v
module FullAdder (a, b, cin, sum, cout);
input a, b, cin;
output sum, cout;
	assign sum = a ^ b ^ cin;
	assign cout  = ((a^b)&cin) | (a&b);	 
endmodule
module Bit5Adder (a, b, sum, carry);
input [5:1] a;
input [5:1] b;
output [5:1] sum;
output carry;
wire [4:1] w;
FullAdder fa_1 (a[1], b[1], 1'b0, sum[1], w[1]);
FullAdder fa_2 (a[2], b[2], w[1], sum[2], w[2]);
FullAdder fa_3 (a[3], b[3], w[2], sum[3], w[3]);
FullAdder fa_4 (a[4], b[4], w[3], sum[4], w[4]);
FullAdder fa_5 (a[5], b[5], w[4], sum[5], carry);
endmodule
module Bit16Adder (a, b, cin, sum, cout);
input[16:1] a, b;
input cin;
output[16:1] sum;
output cout;
	wire w1, w2, w3;
	Bit4Adder B4A_0(a[4:1], b[4:1], cin, sum[4:1], w1);
	Bit4Adder B4A_1(a[8:5], b[8:5], w1, sum[8:5], w2);
	Bit4Adder B4A_2(a[12:9], b[12:9], w2, sum[12:9], w3);
	Bit4Adder B4A_3(a[16:13], b[16:13], w3, sum[16:13], cout);
endmodule
module Bit32Adder (a, b, cin, sum, cout);
input[32:1] a, b;
input cin;
output[32:1] sum;
output cout;
	wire w1;
	Bit16Adder B16A_0(a[16:1], b[16:1], cin, sum[16:1], w1);
	Bit16Adder B16A_1(a[32:17], b[32:17], w1, sum[32:17], cout);
endmodule
module Bit36Adder (a, b, cin, sum, cout);
input[36:1] a, b;
input cin;
output[36:1] sum;
output cout;
	wire w1, w2;
	Bit16Adder B16A_0(a[16:1], b[16:1], cin, sum[16:1], w1);
	Bit16Adder B16A_1(a[32:17], b[32:17], w1, sum[32:17], w2);
	Bit4Adder  B4A_2 (a[36:33], b[36:33], w2, sum[36:33], cout);
endmodule
module Bit4Adder (a, b, cin, sum, cout);
input[4:1] a, b;
input cin;
output[4:1] sum;
output cout;
	wire w1, w2, w3;
	FullAdder FA_0(a[1], b[1], cin, sum[1], w1);
	FullAdder FA_1(a[2], b[2], w1, sum[2], w2);
	FullAdder FA_2(a[3], b[3], w2, sum[3], w3);
	FullAdder FA_3(a[4], b[4], w3, sum[4], cout);
endmodule
module Bit8Adder (a, b, cin, sum, cout);
input[8:1] a, b;
input cin;
output[8:1] sum;
output cout;
	wire w1;
	Bit4Adder B4A1 (a[4:1], b[4:1], cin, sum[4:1], w1);
	Bit4Adder B4A2 (a[8:5], b[8:5], w1, sum[8:5], cout);
endmodule
File: config.mk
export PLATFORM = sky130hd
export DESIGN_NAME = Bit36Adder
export DESIGN_NICKNAME = Bit36Adder
export VERILOG_FILES = /design/flow/design.v
export SDC_FILE = /design/flow/constraint.sdc
export NUM_CORES = 4
export LEC_CHECK = 1
export CORE_AREA = 10 10 97 97
export DIE_AREA = 0 0 107 107
==> results.yml <==
# generated from flow reports
cts:
  post-cts-setup-buffers: 0
  holdBufCountCts: 0
  post_cts.resized_instances: 0
drt:
  drtAntennaViolNets: 0
  drt-vias-per-instance: 3.28
  drt-total-wl_um: 3470
  detailedRoute.firstPassIterationCount: 1
  antenna-diode-count: 0
  drt_first_iter_violations: 0
  drcViolationCount: 0
  route.vias.total: 820
  route.detailed.wl_per_inst_um: 13.9
power:
  report.power.total_w: 0.0000341
  ir_drop_uv: 5.04
  leakage_nw: 0.720
  pwr_density_cell_nw_per_um2: 17.4
placed_design:
  place.gp.congestion: 0.822
  pre_cts_slack_ns: 5.70
  placement.cell_area_um2: 1960
  dp_hpwl_um: 3420
  port_buffers: 110
flow_run:
  count_of_warning_messages_emitted_by_the_tools: 32
  max-cap-violations: 0
sta:
  postLayoutSetupSlackWorst_ns: 5.78
  final_period_minus_worst_setup_slack_ns: 29.32
  smallest_hold_slack_ns: 15.11
  final.period_utilization_pct: 83.5
  achievable_freq_ghz: 0.0341
  setup_repair_after_global_routing_missed_its_margin: "no"
  report.final.hold_viol_count: 0
  timing.max_slew.rel_slack_pct: 91.1
  final.setup.tns_ns: 0
  worst_slew_pin_slew_ns: 0.133
  final-max-slew-violation-count: 0
  setup_viol: 0
floorplan:
  std_cell_rows: 31
  core_area_um2: 7290
  design.portCount: 110
  dieHeight_um: 107
  die_w_um: 107
  floorplanUtilization_pct: 13.8
  die-area_um2: 11400
global_route:
  grt_start_max_net_pins: 2
  antenna_found_initial: 0
  grt_overflow_total: 0
  track_usage_pct: 6.09
  wire_length_of_the_first_global_routing_pass_um: 5500
  first_global_vias: 1025
layout:
  number_of_fillers_in_the_final_layout: 774
  syn_to_final_growth_pct: 94.5
  n_sequential_cell: 0
  layout.cell_area.non_filler_um2: 1960
  count_of_clock_buffers_in_the_final_design: 0
  final_layout_size_suffix_gt1_share_pct: 0
  seq_area_um2: 0
logic_synthesis:
  synth-warning-count: 0
  synthesis.area_per_instance_um2: 13.1
  synthDistinctLibCells: 3
  netlist_area_um2: 1010
  ys_seq_share_pct: 0
  ys_chip_area_um2: 1010
  synth_cells: 77
  cells_in_synth_stat_txt: 77
worst_setup_path:
  crit_required_ns: 28.08
  worstPathArrival_ns: 22.30
  crit_top_cell: "fa_1"
  timing.critical_path.slowest_cell_delay_ns: 0.47
  setup.worst_path.end_class: "primary output"
  setup.worst_path.start_class: "primary input"
  critical_path.slowest_cell: "clkdlybuf4s50_1"
  worst-path-max-fanout: 1
  timing.setup.critical_path_class: "in2out"
status:
  run_status: "finished clean"
hold_path:
  holdCritPathClass: "in2out"
==> cell families (layout without fill, tap and decap cells) <==
| logic type | Yosys count | count (layout) | share of synthesized area [%] |
|---|---|---|---|
| adder cells (fa/ha/maj) | 36 | 36 | 71.4 |
| buffers and inverters | 41 | 115 | 28.6 |
==> final cells by class <==
class / count / area (µm²) / share of cell area, %
Tap cell: 99 / 124 / 6.31
Inverter: 5 / 18.8 / 0.955
Multi-Input combinational cell: 36 / 721 / 36.7
Timing Repair Buffer: 110 / 1100 / 56.1
==> path summary, 6_finish.rpt <==
| path | slack (ns) | end | cells after the start | start |
|---|---|---|---|---|
| setup / recovery | 5.78 | sum[36] | 40 | a[1] |
| hold / removal | 15.11 | cout | 5 | a[36] |
==> critical path: cells and delay by family <==
| family | cells | cell delay (ns) |
|---|---|---|
| buffers and inverters | 4 | 1.04 |
| adders and majority gates | 36 | 14.26 |
==> per-layer routing <==
metal	share of wire, %	up-vias	global-route usage [%]
li1	-	338	-
met1	40	370	7.56
met2	32	112	7.59
met3	28	0	6.37
met4	0	0	0
met5	0	-	0
==> Yosys cell counts, drive strengths merged <==
library cell | instances | area (µm²)
buf | 36 | 270
fa | 36 | 721
inv | 5 | 18.8
==> stage by stage <==
step | utilization [%] | instances
2_1_floorplan | - | 77
4_1_cts | 26.9 | 250
3_5_place_dp | 26.9 | 250
5_1_grt | 26.9 | 250
3_3_place_gp | 26.9 | 250
6_report | 26.9 | 250
==> layout by cell type, fill, tap and decap left out <==
master             n
clkdlybuf4s50_1  110
fa_1              36
inv_1              5
==> where the power goes <==
| part | internal, W | switching [W] |
|---|---|---|
| logic | 0.0000254 | 0.00000877 |
| registers | 0 | 0 |
| clock network | 0 | 0 |
| total | 0.0000254 | 0.00000877 |
Power and IR drop assume default switching activity.
