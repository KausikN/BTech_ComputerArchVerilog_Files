File: /design/flow/run.sh
#!/bin/bash
# OpenROAD 26Q1-2900-gdf79404cd8, Yosys 0.63+post, stock flow scripts
make -C /OpenROAD-flow-scripts/flow DESIGN_CONFIG=/design/flow/config.mk WORK_HOME=/design/flow/orfs finish
File: /design/flow/config.mk
export PLATFORM = sky130hd
export DESIGN_NAME = UniversalBarrelShifter
export DESIGN_NICKNAME = UniversalBarrelShifter
export VERILOG_FILES = /design/flow/design.v
export SDC_FILE = /design/flow/constraint.sdc
export NUM_CORES = 4
export LEC_CHECK = 1
export CORE_UTILIZATION = 30
File: /design/flow/constraint.sdc
current_design UniversalBarrelShifter

set clk_period 3.7
set clk_io_pct 0.2

create_clock -name clk0 -period $clk_period

set non_clock_inputs [all_inputs -no_clocks]
set_input_delay [expr $clk_period * $clk_io_pct] -clock clk0 $non_clock_inputs
set_output_delay [expr $clk_period * $clk_io_pct] -clock clk0 [all_outputs]
File: /design/flow/design.v
module MUX_2_1(A, B, S, out);
input A, B, S;
output out;
assign out = ((!S) & A) | (S & B);
endmodule
module LeftBarrelShifter(a, shift, out);
input [16:1]  a;
input [4:1] shift;
output [16:1] out;
wire [16:1] l1, l2, l3;
MUX_2_1 lm1_1 (a[1], 1'b0, shift[1], l1[1]);
MUX_2_1 lm1_2 (a[2], a[1], shift[1], l1[2]);
MUX_2_1 lm1_3 (a[3], a[2], shift[1], l1[3]);
MUX_2_1 lm1_4 (a[4], a[3], shift[1], l1[4]);
MUX_2_1 lm1_5 (a[5], a[4], shift[1], l1[5]);
MUX_2_1 lm1_6 (a[6], a[5], shift[1], l1[6]);
MUX_2_1 lm1_7 (a[7], a[6], shift[1], l1[7]);
MUX_2_1 lm1_8 (a[8], a[7], shift[1], l1[8]);
MUX_2_1 lm1_9 (a[9], a[8], shift[1], l1[9]);
MUX_2_1 lm1_10 (a[10], a[9], shift[1], l1[10]);
MUX_2_1 lm1_11 (a[11], a[10], shift[1], l1[11]);
MUX_2_1 lm1_12 (a[12], a[11], shift[1], l1[12]);
MUX_2_1 lm1_13 (a[13], a[12], shift[1], l1[13]);
MUX_2_1 lm1_14 (a[14], a[13], shift[1], l1[14]);
MUX_2_1 lm1_15 (a[15], a[14], shift[1], l1[15]);
MUX_2_1 lm1_16 (a[16], a[15], shift[1], l1[16]);
MUX_2_1 lm2_1 (l1[1], 1'b0, shift[2], l2[1]);
MUX_2_1 lm2_2 (l1[2], 1'b0, shift[2], l2[2]);
MUX_2_1 lm2_3 (l1[3], l1[1], shift[2], l2[3]);
MUX_2_1 lm2_4 (l1[4], l1[2], shift[2], l2[4]);
MUX_2_1 lm2_5 (l1[5], l1[3], shift[2], l2[5]);
MUX_2_1 lm2_6 (l1[6], l1[4], shift[2], l2[6]);
MUX_2_1 lm2_7 (l1[7], l1[5], shift[2], l2[7]);
MUX_2_1 lm2_8 (l1[8], l1[6], shift[2], l2[8]);
MUX_2_1 lm2_9 (l1[9], l1[7], shift[2], l2[9]);
MUX_2_1 lm2_10 (l1[10], l1[8], shift[2], l2[10]);
MUX_2_1 lm2_11 (l1[11], l1[9], shift[2], l2[11]);
MUX_2_1 lm2_12 (l1[12], l1[10], shift[2], l2[12]);
MUX_2_1 lm2_13 (l1[13], l1[11], shift[2], l2[13]);
MUX_2_1 lm2_14 (l1[14], l1[12], shift[2], l2[14]);
MUX_2_1 lm2_15 (l1[15], l1[13], shift[2], l2[15]);
MUX_2_1 lm2_16 (l1[16], l1[14], shift[2], l2[16]);
MUX_2_1 lm3_1 (l2[1], 1'b0, shift[3], l3[1]);
MUX_2_1 lm3_2 (l2[2], 1'b0, shift[3], l3[2]);
MUX_2_1 lm3_3 (l2[3], 1'b0, shift[3], l3[3]);
MUX_2_1 lm3_4 (l2[4], 1'b0, shift[3], l3[4]);
MUX_2_1 lm3_5 (l2[5], l2[1], shift[3], l3[5]);
MUX_2_1 lm3_6 (l2[6], l2[2], shift[3], l3[6]);
MUX_2_1 lm3_7 (l2[7], l2[3], shift[3], l3[7]);
MUX_2_1 lm3_8 (l2[8], l2[4], shift[3], l3[8]);
MUX_2_1 lm3_9 (l2[9], l2[5], shift[3], l3[9]);
MUX_2_1 lm3_10 (l2[10], l2[6], shift[3], l3[10]);
MUX_2_1 lm3_11 (l2[11], l2[7], shift[3], l3[11]);
MUX_2_1 lm3_12 (l2[12], l2[8], shift[3], l3[12]);
MUX_2_1 lm3_13 (l2[13], l2[9], shift[3], l3[13]);
MUX_2_1 lm3_14 (l2[14], l2[10], shift[3], l3[14]);
MUX_2_1 lm3_15 (l2[15], l2[11], shift[3], l3[15]);
MUX_2_1 lm3_16 (l2[16], l2[12], shift[3], l3[16]);
MUX_2_1 lm4_1 (l3[1], 1'b0, shift[4], out[1]);
MUX_2_1 lm4_2 (l3[2], 1'b0, shift[4], out[2]);
MUX_2_1 lm4_3 (l3[3], 1'b0, shift[4], out[3]);
MUX_2_1 lm4_4 (l3[4], 1'b0, shift[4], out[4]);
MUX_2_1 lm4_5 (l3[5], 1'b0, shift[4], out[5]);
MUX_2_1 lm4_6 (l3[6], 1'b0, shift[4], out[6]);
MUX_2_1 lm4_7 (l3[7], 1'b0, shift[4], out[7]);
MUX_2_1 lm4_8 (l3[8], 1'b0, shift[4], out[8]);
MUX_2_1 lm4_9 (l3[9], l3[1], shift[4], out[9]);
MUX_2_1 lm4_10 (l3[10], l3[2], shift[4], out[10]);
MUX_2_1 lm4_11 (l3[11], l3[3], shift[4], out[11]);
MUX_2_1 lm4_12 (l3[12], l3[4], shift[4], out[12]);
MUX_2_1 lm4_13 (l3[13], l3[5], shift[4], out[13]);
MUX_2_1 lm4_14 (l3[14], l3[6], shift[4], out[14]);
MUX_2_1 lm4_15 (l3[15], l3[7], shift[4], out[15]);
MUX_2_1 lm4_16 (l3[16], l3[8], shift[4], out[16]);
endmodule
module RightBarrelShifter(a, shift, out);
input [16:1]  a;
input [4:1] shift;
output [16:1] out;
wire [16:1] l1, l2, l3;
MUX_2_1 rm1_1 (a[1], a[2], shift[1], l1[1]);
MUX_2_1 rm1_2 (a[2], a[3], shift[1], l1[2]);
MUX_2_1 rm1_3 (a[3], a[4], shift[1], l1[3]);
MUX_2_1 rm1_4 (a[4], a[5], shift[1], l1[4]);
MUX_2_1 rm1_5 (a[5], a[6], shift[1], l1[5]);
MUX_2_1 rm1_6 (a[6], a[7], shift[1], l1[6]);
MUX_2_1 rm1_7 (a[7], a[8], shift[1], l1[7]);
MUX_2_1 rm1_8 (a[8], a[9], shift[1], l1[8]);
MUX_2_1 rm1_9 (a[9], a[10], shift[1], l1[9]);
MUX_2_1 rm1_10 (a[10], a[11], shift[1], l1[10]);
MUX_2_1 rm1_11 (a[11], a[12], shift[1], l1[11]);
MUX_2_1 rm1_12 (a[12], a[13], shift[1], l1[12]);
MUX_2_1 rm1_13 (a[13], a[14], shift[1], l1[13]);
MUX_2_1 rm1_14 (a[14], a[15], shift[1], l1[14]);
MUX_2_1 rm1_15 (a[15], a[16], shift[1], l1[15]);
MUX_2_1 rm1_16 (a[16], 1'b0, shift[1], l1[16]);
MUX_2_1 rm2_1 (l1[1], l1[3], shift[2], l2[1]);
MUX_2_1 rm2_2 (l1[2], l1[4], shift[2], l2[2]);
MUX_2_1 rm2_3 (l1[3], l1[5], shift[2], l2[3]);
MUX_2_1 rm2_4 (l1[4], l1[6], shift[2], l2[4]);
MUX_2_1 rm2_5 (l1[5], l1[7], shift[2], l2[5]);
MUX_2_1 rm2_6 (l1[6], l1[8], shift[2], l2[6]);
MUX_2_1 rm2_7 (l1[7], l1[9], shift[2], l2[7]);
MUX_2_1 rm2_8 (l1[8], l1[10], shift[2], l2[8]);
MUX_2_1 rm2_9 (l1[9], l1[11], shift[2], l2[9]);
MUX_2_1 rm2_10 (l1[10], l1[12], shift[2], l2[10]);
MUX_2_1 rm2_11 (l1[11], l1[13], shift[2], l2[11]);
MUX_2_1 rm2_12 (l1[12], l1[14], shift[2], l2[12]);
MUX_2_1 rm2_13 (l1[13], l1[15], shift[2], l2[13]);
MUX_2_1 rm2_14 (l1[14], l1[16], shift[2], l2[14]);
MUX_2_1 rm2_15 (l1[15], 1'b0, shift[2], l2[15]);
MUX_2_1 rm2_16 (l1[16], 1'b0, shift[2], l2[16]);
MUX_2_1 rm3_1 (l2[1], l2[5], shift[3], l3[1]);
MUX_2_1 rm3_2 (l2[2], l2[6], shift[3], l3[2]);
MUX_2_1 rm3_3 (l2[3], l2[7], shift[3], l3[3]);
MUX_2_1 rm3_4 (l2[4], l2[8], shift[3], l3[4]);
MUX_2_1 rm3_5 (l2[5], l2[9], shift[3], l3[5]);
MUX_2_1 rm3_6 (l2[6], l2[10], shift[3], l3[6]);
MUX_2_1 rm3_7 (l2[7], l2[11], shift[3], l3[7]);
MUX_2_1 rm3_8 (l2[8], l2[12], shift[3], l3[8]);
MUX_2_1 rm3_9 (l2[9], l2[13], shift[3], l3[9]);
MUX_2_1 rm3_10 (l2[10], l2[14], shift[3], l3[10]);
MUX_2_1 rm3_11 (l2[11], l2[15], shift[3], l3[11]);
MUX_2_1 rm3_12 (l2[12], l2[16], shift[3], l3[12]);
MUX_2_1 rm3_13 (l2[13], 1'b0, shift[3], l3[13]);
MUX_2_1 rm3_14 (l2[14], 1'b0, shift[3], l3[14]);
MUX_2_1 rm3_15 (l2[15], 1'b0, shift[3], l3[15]);
MUX_2_1 rm3_16 (l2[16], 1'b0, shift[3], l3[16]);
MUX_2_1 rm4_1 (l3[1], l3[9], shift[4], out[1]);
MUX_2_1 rm4_2 (l3[2], l3[10], shift[4], out[2]);
MUX_2_1 rm4_3 (l3[3], l3[11], shift[4], out[3]);
MUX_2_1 rm4_4 (l3[4], l3[12], shift[4], out[4]);
MUX_2_1 rm4_5 (l3[5], l3[13], shift[4], out[5]);
MUX_2_1 rm4_6 (l3[6], l3[14], shift[4], out[6]);
MUX_2_1 rm4_7 (l3[7], l3[15], shift[4], out[7]);
MUX_2_1 rm4_8 (l3[8], l3[16], shift[4], out[8]);
MUX_2_1 rm4_9 (l3[9], 1'b0, shift[4], out[9]);
MUX_2_1 rm4_10 (l3[10], 1'b0, shift[4], out[10]);
MUX_2_1 rm4_11 (l3[11], 1'b0, shift[4], out[11]);
MUX_2_1 rm4_12 (l3[12], 1'b0, shift[4], out[12]);
MUX_2_1 rm4_13 (l3[13], 1'b0, shift[4], out[13]);
MUX_2_1 rm4_14 (l3[14], 1'b0, shift[4], out[14]);
MUX_2_1 rm4_15 (l3[15], 1'b0, shift[4], out[15]);
MUX_2_1 rm4_16 (l3[16], 1'b0, shift[4], out[16]);
endmodule
module UniversalBarrelShifter (A, Shift, ShiftChoice, out);
input [16:1] A;
input [4:1] Shift;
input ShiftChoice;   
output [16:1] out;
wire [16:1] ls, rs;
LeftBarrelShifter leftshift (A, Shift, ls);
RightBarrelShifter rightshift (A, Shift, rs);
assign out = (ShiftChoice) ? ls : rs;
endmodule
==> changes_impl.md <==
## Implementation

- Worst slew margin relative to its limit: 69.2%
- Final setup viols: 0
- # DRC: 0
- Clock buffer cells: 0
- Worst hold stages: 6
- Cell mode on critical path: clkdlybuf4s50_1
- # hold bufs at CTS: 0
- DR WL/cell: 18.9 um
- Io pins: 37
- Part of the power in registers: 0%
- Total grt overflow: 0
- Maximum vdd ir drop: 0.0000409 V
- Hold-critical path endpoint: out[7]
- Crit path max-delay cell type: clkdlybuf4s50_1
- Met1 GRT Util: 32.0%
- Max Transition Viols Final: 0
- Crit path from: A[5]
- Critical path required time: 2.96 ns
- Vias per inst: 6.22
- Vias in the first global route: 1573
- Tool warnings: 32
- Crit path kind: in -> out
- Routed Antenna Nets: 0
- Top cells excl fill/tap: clkdlybuf4s50_1, mux2i_1, buf_4
- Clock Power Share: 0%
- YS warnings: 0
- FP Rows: 24
- Final Hold Viols: 0
- Ratio of cells with drive above 1 in the final layout: 20.1%
- Sw power: 118 uW
- Crit path max fanout: 8
- Fmax: 0.279 GHz
- Input/output buffers: 37
- Post-route setup TNS: 0 ns
- Resized Gates After CTS: 0
- Outcome: completed
- Reg area: 0 um2
- Least-Margin Pin Slew: 0.461 ns
- Cells along the critical path: clkdlybuf4s50_1, mux4_2, nand2b_1, o311a_1, or3_1, clkdlybuf4s50_1
- Largest net degree at the start of global routing: 24
- CP max stage delay: 0.55 ns
- Tcrit/Tclk final: 96.9%
- PD cells: 132 nW/um2
- Post-Syn Instances: 170
- Antenna cells: 0
- Most frequent logic cell in the layout: clkdlybuf4s50_1
- Lkg Pwr: 0.761 nW
- DR pass1 iterations: 4
- Hold_sp: Shift[2]
- GRT busiest layer: met1
- Worst Hold Class: in -> out
- Core area: 4500 um2
- Tmin final: 3.58 ns
- Sw frac: 44.7%
- Worst Setup Start Kind: input port
- Placer Congestion: 0.999
- Crit path DAT: 2.84 ns
- Die width: 71.6 um
- Post-DP HPWL: 3.81 mm
- First-pass GRT wire length: 8.18 mm
- Register share after synthesis: 0%
- Antenna violations before repair: 0
- RSZ-0062 raised after global routing: false
- Detailed Route WL: 4.93 mm
- Element type at the critical path end: output port
- Synth Area per Inst: 8.54 um2
- Flip-flops: 0
- DR iter-0 viols: 135
- Fin cells: 261
- Synthesized cell area: 1450 um2
- Max-cap violations: 0
- GRT Util Overall: 20.7%
- M2 GR Usage: 30.8%
- Die area: 5120 um2
- Fp_density: 32.2%
- Die Ht: 71.6 um
- DP Cell Count: 260
- YS chip area: 1450 um2
- Cell internal pwr: 146 uW
- Via count: 1624
- Post-CTS Setup Bufs: 0
- Unique cell types: 45
- Area growth syn-to-layout: 37.2%
- Gate power share: 100.0%
- Yosys cell count: 170
- Met3 global-route usage: 4.71%
cell usage after synthesis, types with 2 or more instances:
cell type	count	share of area, %
mux2i_1	23	16
mux4_2	15	23
nand2_1	11	2.8
nor2_1	11	2.8
o211ai_1	9	4.7
o21ai_0	9	3.1
clkbuf_1	7	1.8
nand2b_1	7	3.0
nand3_1	7	2.4
buf_2	5	1.7
buf_6	5	3.9
a21oi_1	4	1.4
inv_1	4	1.0
o31ai_1	4	2.1
and3_1	3	1.3
mux2_2	3	2.3
mux4_1	3	5.4
nor2b_1	3	1.3
nor3_1	3	1.0
o2111ai_1	3	1.8
o22ai_1	3	1.3
a211oi_1	2	1.0
a22oi_1	2	1.0
nand3b_1	2	1.0
nor3b_1	2	1.0
per-layer routing:
layer / vias to the layer above / routed length [um]
met1: 777 / 2240
met2: 69 / 2260
met5: - / 0
met3: 5 / 362
li1: 773 / -
met4: 0 / 61
metrics by stage:
stage                     setup slack (ns)  cell area [um2]  hold slack, ns  util [%]  power [mW]
after floorplan                       1.05             1450            1.64         -       0.141
after global placement              0.0374             1950            2.61      43.3       0.257
after detailed placement            0.0257             1950            2.61      43.3       0.256
after CTS                           0.0208             1950            2.61      43.3       0.257
after global routing                0.0450             1990            2.68      44.2       0.285
final                                0.116             1990            2.59      44.2       0.263
kinds of logic (layout without fill, tap and decap cells):
logic type	count (synthesis)	in the layout	share of synthesized area (%)
AND-OR/OR-AND	49	49	24.1
buffers and inverters	23	62	10.0
multiplexers	44	44	46.9
AND/OR/NAND/NOR	54	54	19.0
power by group through the flow:
stage	Combinational (mW)	Clock (mW)	Sequential (mW)
5_1_grt	0.285	0	0
6_report	0.263	0	0
4_1_cts	0.257	0	0
cell type report:
class	count	area [um2]
Fill cell	460	2510
Multi-Input combinational cell	147	1310
Tap cell	52	65.1
Inverter	4	18.8
Timing Repair Buffer	58	593
worst max-delay path: cells and delay by family:
kind / cells / cell delay (ns)
buffers and inverters: 2 / 0.95
and+or+nand+nor: 2 / 0.52
muxes: 1 / 0.50
AOI/OAI and AO/OA: 1 / 0.12
worst max path at each step:
stage             end  slack, ns  depth (start not counted)
finish         out[4]       0.12                          6
global route   out[4]       0.05                          6
CTS           out[16]       0.02                          7
Power figures rest on the tool's default switching activity, not on a simulated workload.
